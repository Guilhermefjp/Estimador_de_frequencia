[flow/constraint.sdc]
current_design top_level

set clk_period 2.8
set clk_io_pct 0.2

create_clock -name clk0 -period $clk_period [get_ports {clk}]

set non_clock_inputs [all_inputs -no_clocks]
set_input_delay [expr $clk_period * $clk_io_pct] -clock clk0 $non_clock_inputs
set_output_delay [expr $clk_period * $clk_io_pct] -clock clk0 [all_outputs]
[flow/run.sh]
#!/bin/bash
# OpenROAD 26Q1-2900-gdf79404cd8, Yosys 0.63+post, stock flow scripts
make -C /OpenROAD-flow-scripts/flow DESIGN_CONFIG=/design/flow/config.mk WORK_HOME=/design/flow/orfs finish
[flow/config.mk]
export PLATFORM = sky130hd
export DESIGN_NAME = top_level
export DESIGN_NICKNAME = top_level
export VERILOG_FILES = /design/flow/design.v
export SDC_FILE = /design/flow/constraint.sdc
export NUM_CORES = 4
export LEC_CHECK = 1
export CORE_UTILIZATION = 30
[flow/design.v]
module top_level (input clk,
						input reset,
						input signed [11:0] entrada,
						input amostra_pronta,
						output flag,
						output reg ctrl,
						output reg [15:0] cnt,
						output reg [15:0] contagem_final,
						output [24:0] freq
						);
	zero_cross  cruza_zero     (.clk(clk),
										 .reset(reset),
										 .enable(amostra_pronta),
										 .x(entrada),
										 .flag(flag)
										);
	always @ (posedge clk) begin
	if(reset)begin
		if(flag) ctrl <= ~ctrl;
		if(ctrl) cnt <= cnt + 16'd1;
		else cnt <= 16'd0;
	end else  begin 
					ctrl <= 1'b0;
					cnt <= 16'd0; 
				end
	end
		always @ (negedge ctrl) begin
			if(reset) contagem_final <= cnt;
			else contagem_final <= 16'd0;
		end
	wire [24:0] contagem_ext;
	assign contagem_ext = contagem_final;
	assign freq = (contagem_ext == 25'd0) ? (25'd1)  : (25'd2000000 / contagem_ext);	
endmodule
module zero_cross 
						(input clk,
						input reset,
						input enable,
						input signed [11:0] x,
						output reg flag
						);
	reg signed [11:0] x_anterior, x_atual;
	always @ (posedge clk ) begin
		if (enable)begin 
			x_atual <= x;
			if((x_atual[11] == 1) &(x_anterior[11] == 0)) begin
				flag <= 1'b1;
			end else begin 
				flag <= 1'b0;
				end
			x_anterior <= x_atual;
		end else begin
					flag <= 1'b0;
					end
	end
endmodule
==> flow_metrics.tcl <==
# yosys + openroad results
set metrics [dict create \
    ant_nets 0 \
    wirelength_mm 53.7 \
    cts.repair.resized 0 \
    place_congestion 0.931 \
    avgSynthCellArea_um2 6.96 \
    period_minus_slack_ps 2050 \
    syn_to_final_growth_pct 9.47 \
    yosys_warnings 2 \
    critPathArrivalTime_ps 2170 \
    unclocked_regs 16 \
    synth_cell_types 107 \
    ys_area_mm2 0.0171 \
    ios 74 \
    ys_ff 36 \
    rows 87 \
    place_hpwl_mm 42.4 \
    synth_seq_share_pct 4.33 \
    grtUsageTotal_pct 18.8 \
    ys.flop_type "dfxtp_1" \
    wl_per_cell_um 16.5 \
    cp_max_fo 6 \
    fp_util_pct 30.3 \
    drc 0 \
    rsz0062_at_grt "false" \
    tightest_slew_ps 905 \
    port_buffers 61 \
    antenna_found_initial 0 \
    die_height_um 241 \
    die_w_um 241 \
    dr.pass1.iters 6 \
    synth_area_mm2 0.0171 \
    fin_crit_sh_pct 73.3 \
    hold_violations 0 \
    slew_headroom_pct 39.5 \
    untimed_endpoints 56 \
    cts.clk_slew.worst_paths_ps 60 \
    grt_pass1_wl_mm 86.5 \
    cp-start-kind "register" \
    path_class "register to register" \
    cp.required_ps 2920 \
    cts_buffers 3 \
    root_buffer "clkbuf_16" \
    fmax_ghz 0.487 \
    worstSetupStartpoint "cnt[3]$_SDFF_PN0_" \
    regToRegStartpoint "cnt[3]$_SDFF_PN0_" \
    worst_setup_path_end_kind "register" \
    fillCellCount 6159 \
    finalSetupTns_ps 0 \
    drive_gt1_share_pct 7.15 \
    ys_cells 2456 \
    vias_per_cell 5.51 \
    hp-class "register to register" \
    antenna_cells 0 \
    mostFrequentLayoutCells "287 x nor2_1, 256 x ha_1, 232 x a21oi_1" \
    cap_violations 0 \
    insertion_delay_ps 250 \
    synthArstFlopShare_pct 0 \
    grt_pass1_vias 16403 \
    vias 17896 \
    lay_top_count "nor2_1" \
    drtIter0Drc 1140 \
    postCtsSetupBuffers 0 \
    synth_cells 2456 \
    grt_start_max_net_pins 63 \
    edf_count 2 \
    cts_tree "done" \
    clockBufferDepth 2 \
    core-area_mm2 0.0564 \
    maxSlewViolCount 0 \
    worstHoldStart "cruza_zero.x_atual[11]$_DFFE_PP_" \
    final.setup_skew_ps 2.35 \
    warning_count 36 \
    status "finished, final reports clean" \
    cts_hold_buf 0 \
    dieArea_mm2 0.0579 \
    grt_overflow 0 \
    setup_violations 0 \
    h-tree-depth 1 \
]
-- sequential cells by signal (all words and copies together), names as in the netlist --
signal / cells
cruza_zero.x_atual: 1
cruza_zero.x_anterior: 1
cruza_zero.flag: 1
ctrl: 1
cnt: 16
contagem_final: 16
-- final cells by class --
class	count	area [um^2]	share of cell area, %
Tap cell	756	946	5.05
Clock buffer	3	75.1	0.401
Sequential cell	36	742	3.96
Timing Repair Buffer	94	858	4.59
Multi-Input combinational cell	2273	15800	84.2
Clock inverter	1	30.0	0.160
Inverter	83	312	1.66
-- critical path: stages, from the launching register on --
cell and delay [ps]:
dfxtp_1 440, and3_1 230, and3_1 210, nand3_1 170
nor2_1 170, and3_1 190, nor2b_1 200, nand3_1 120
xor2_1 140, nor2_1 50
-- layer usage --
layer / vias to the layer above / GRT usage, % / share of wire [%]
li1: 9293 / - / -
met1: 8122 / 28.1 / 50
met2: 430 / 30.2 / 44
met3: 51 / 1.31 / 5.1
met4: 0 / 2.45 / 1.3
met5: - / 0 / 0
-- per-stage QoR --
step / setup WS [ps] / hold WS (ps) / cell area [um^2] / utilization, % / std cells
3_3_place_gp: 754 / 427 / 18600 / 33.0 / 3242
3_5_place_dp: 744 / 433 / 18600 / 33.0 / 3242
4_1_cts: 710 / 447 / 18700 / 33.2 / 3246
6_report: 748 / 444 / 18700 / 33.2 / 3246
2_1_floorplan: 1100 / 419 / 17100 / - / 2457
5_1_grt: 547 / 473 / 18700 / 33.2 / 3246
-- logic make-up (layout without fill, tap and decap cells) --
logic type	after synthesis	in the layout	synth area share (%)
compound gates	825	825	32.1
fa+ha+maj	256	256	18.7
buf+inv	148	181	3.60
mux	100	100	6.40
simple gates	925	925	26.4
flops	36	36	4.33
xor+xnor	165	165	8.45
other cells	1	2	0.0219
-- synth_stat cells, types with 34 or more instances --
library cell  instances  area [um^2]
clkbuf_1             36          135
o21ai_0             143          716
o31ai_1              38          285
nor3_1               84          420
dfxtp_1              34          681
or3_1                34          213
xor2_1               49          429
nor2_1              288         1080
ha_1                256         3200
a21o_1               89          668
mux2_2               74          833
inv_1                83          312
nand2b_1             52          325
o21a_1               79          593
xnor2_1             116         1020
a21oi_1             232         1160
nor2b_1              40          250
nand3_1              53          265
nand2_1             216          811
-- path summary, 6_finish.rpt --
path | end | slack, ps | cells past startpoint
worst min register to register | cruza_zero.x_anterior[11]$_DFFE_PP_ | 440 | 0
worst min-delay path | cruza_zero.x_anterior[11]$_DFFE_PP_ | 440 | 0
worst max register to register | cnt[15]$_SDFF_PN0_ | 750 | 9
worst max-delay path | cnt[15]$_SDFF_PN0_ | 750 | 9
