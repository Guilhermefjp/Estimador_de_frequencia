**design/flow/config.mk**
```make
export PLATFORM = sky130hd
export DESIGN_NAME = firQ
export DESIGN_NICKNAME = firQ
export VERILOG_FILES = /design/flow/design.v
export SDC_FILE = /design/flow/constraint.sdc
export NUM_CORES = 4
export LEC_CHECK = 1
export CORE_UTILIZATION = 30
```
**design/flow/constraint.sdc**
```tcl
current_design firQ

set clk_period 16.7
set clk_io_pct 0.2

create_clock -name clk0 -period $clk_period [get_ports {clk}]

set non_clock_inputs [all_inputs -no_clocks]
set_input_delay [expr $clk_period * $clk_io_pct] -clock clk0 $non_clock_inputs
set_output_delay [expr $clk_period * $clk_io_pct] -clock clk0 [all_outputs]
```
**design/flow/design.v**
```verilog
module firQ (input clk,  
				input signed [31:0] entrada,
				input enable,
				output reg signed [31:0] saida
				);
	parameter N = 8;
	reg signed [31:0] coef 		[0: N-1];
	reg signed [31:0] sample	[0:N-1];
	reg signed [63:0] acumulada;
	integer i;
	initial begin
		coef[0] = 32'd15085;		 
		coef[1] = 32'd1104;
		coef[2] = 32'd1102;
		coef[3] = 32'd1123;
		coef[4] = 32'd1123;
		coef[5] = 32'd1102;
		coef[6] = 32'd1104;
		coef[7] = 32'd15085; 
	end
	always @(posedge clk ) begin 
	if(enable)begin
			for (i = N-1; i > 0; i=i-1) begin
				sample[i] <= sample[i-1]; 
			end
			sample[0] <= entrada; 
			acumulada  = 64'b0;
			for (i = 0; i < N; i=i+1) begin
				acumulada = acumulada + sample[i]*coef[i];
			end
			saida <= acumulada[47:16];
		end else begin
		for (i = 0; i < N; i=i+1) begin
				sample[i] <= 32'b0; 
			end
				saida <= 32'd0; 
		end
	end
endmodule
```
**design/flow/run.sh**
```bash
#!/bin/bash
# OpenROAD 26Q1-2900-gdf79404cd8, Yosys 0.63+post, stock flow scripts
make -C /OpenROAD-flow-scripts/flow DESIGN_CONFIG=/design/flow/config.mk WORK_HOME=/design/flow/orfs finish
```
==> impl_metrics.tcl <==
# implementation run metrics
set metrics [dict create \
    grt_pass1_wl_um 259400 \
    met1_usage_pct 23.68 \
    async_reset_ff_share_pct 0 \
    fin_cells 8855 \
    setup_tns_ns 0 \
    cts-root-buf "clkbuf_16" \
    crit_path_end_kind "flip-flop" \
    cellPowerDensity_nw_per_um2 163.2 \
    edf_count 0 \
    drt_iter0_markers 1302 \
    numCtsBuffers 41 \
    clock_latency_ns 0.64 \
    ys_cells 5904 \
    p_total_mw 11.58 \
    overflow 0 \
    area_delta_synth_final_pct 8.555 \
    status "finished clean" \
    crit_buf_inv 6 \
    cp_common_cell "fa_1" \
    endpoint "saida[31]" \
    layout_top_cells "inv_1, ha_1, fa_1, dfxtp_1, and2_1" \
    dieArea_um2 219800 \
    cts.htree.levels 2 \
    grt_max_degree 60 \
    first_global_vias 41870 \
    p_leak_nw 42.21 \
    flop_cell "dfxtp_1" \
    ios 66 \
    busiest_layer "met2" \
    vdd_drop_max_uv 420.2 \
    ys_ff 288 \
    grt_use_met2_pct 27.42 \
    antenna_found_initial 2 \
    required_ns 17.26 \
    cts_sinks 288 \
    dpl.hpwl_um 151100 \
    post_cts_resize_count 0 \
    finalCritPeriodShare_pct 61.82 \
    vias 37300 \
    max_freq_ghz 0.09686 \
    cts_max_path_buffers 3 \
    final_area_um2 70970 \
    drc_errors 0 \
    layout.cells.most_common "inv_1" \
    synthDistinctLibCells 53 \
    viasPerCell 4.212 \
    crit_slowest_cell "dfxtp_1" \
    startpoint_type "flip-flop" \
    antenna_left 0 \
    die_w_um 468.8 \
    openroad.warnings 59 \
    crit_cells 28 \
    setup_viol 0 \
    row_count 170 \
    wirelength_um 167200 \
    initial_utilization_pct 30.31 \
    gp_congestion 0.9603 \
    final_layout_size_suffix_gt1_share_pct 1.630 \
    dp_cells 8777 \
    postSynthAreaPerCell_um2 11.07 \
    setup.worst_path.start "sample[7][20]" \
    r2r_cells 28 \
    cts_hold_buf 0 \
    groute.usage.overall_pct 16.97 \
    path_clk_slew_ns 0.06 \
    yosys_area_um2 65380 \
    rsz0062_at_grt "no" \
    critPathArrivalTime_ns 10.88 \
    finClkSkew_ns 0.02476 \
    core_region_area_um2 215700 \
    path_max_fanout 7 \
    grtUsageMet3_pct 4.945 \
    cts_setup_buffers 0 \
    period_needed_ns 10.32 \
    hold_path_class "flip-flop to flip-flop" \
    ys_seq_share_pct 8.819 \
    reg2reg_from "sample[7][20]" \
    ys_warn_count 2 \
    wire_per_inst_um 18.88 \
    port_buffers 65 \
    r2r_slack_ns 6.38 \
    cp_top_family "adder cells" \
    die_h_um 468.8 \
    cts_tree "yes" \
    placed_cell_area_um2 69510 \
    worst_pin_slew_ns 0.7413 \
    critPathKind "flip-flop to flip-flop" \
    slowest_delay_ns 0.67 \
    final_max_slew_viol_count 0 \
    first_pass_iters 5 \
    synthCells 5904 \
    reg2reg_to "saida[31]" \
    netlist_area_um2 65380 \
    slew_headroom_pct 50.28 \
    final-hold-violation-count 0 \
    cap_violations 0 \
]
-- tightest hold or removal path: stages (launching register included) --
cell,delay (ns)
dfxtp_1,0.35
inv_1,0.11
nor2_1,0.05
-- metrics by stage --
step	util [%]	setup slack (ns)	hold slack, ns
floorplan	-	7.404	0.4672
global placement	32.23	6.511	0.5542
detailed placement	32.23	6.542	0.5481
CTS	32.90	6.495	0.5580
global route	32.90	5.946	0.5833
finish	32.90	6.376	0.5626
-- routing by layer --
| layer | part of all wire (%) | vias up | routed length, µm |
|---|---|---|---|
| met5 | 0 | - | 0 |
| met4 | 1.9 | 0 | 3251 |
| met3 | 6.9 | 115 | 11460 |
| met2 | 49 | 744 | 81700 |
| met1 | 42 | 18600 | 70770 |
| li1 | - | 17840 | - |
-- area by class of cell --
class	count	area [µm²]
flip-flops and latches	288	5766
diodes	3	7.507
inverters	1944	7300
repair buffers	78	749.5
clock buffers	59	1235
well taps	2838	3551
multi-input cells	3629	52150
fillers	21690	144700
clock inverters	16	216.5
-- synth_stat cells, types with 2 or more instances --
cell      instances  area (µm²)
dfxtp_1         288        5766
or3_1             2       12.51
nand4_1           5       31.28
o21ai_0          25       125.1
buf_1             5       18.77
a22oi_1           5       37.54
and3_1            6       37.54
nor2_1          119       446.7
inv_1          1943        7293
mux2_2            4       45.04
nor3_1           12       60.06
or2_2             4       25.02
a21boi_1          3       22.52
nor4b_1           2       17.52
nand2_1          38       142.6
nor2b_1           6       37.54
o21bai_1          4       30.03
a211oi_1          4       30.03
o211a_1           2       20.02
nand3_1           8       40.04
xor2_1           16       140.1
nand2b_1          7       43.79
o21ai_1           3       15.01
o211ai_1          3       22.52
o311a_1           2       20.02
ha_1           1605       20080
a311oi_1          3       26.28
a21oi_1          37       185.2
xnor2_1          46       402.9
and2_1          182        1139
o22ai_1           2       12.51
o21a_1            4       30.03
fa_1           1423       28490
a31oi_1          10       62.56
a21o_1           17       127.6
clkbuf_1         37       138.9
a21oi_2           2       17.52
mux2i_1           5       50.05
-- kinds of logic after synthesis --
group,after synthesis,synth area share [%]
AOI/OAI and AO/OA,135,1.330
muxes,9,0.1454
buffers and inverters,1987,11.42
xor gates and xnor gates,62,0.8306
adders and majority gates,3028,74.29
and+or+nand+nor,395,3.164
DFF,288,8.819
-- power breakdown --
| part | switching [mW] | internal (mW) | total (mW) | leakage (nW) |
|---|---|---|---|---|
| clock | 0.401 | 0.578 | 0.979 | 0.719 |
| combinational | 6.26 | 3.50 | 9.76 | 39.1 |
| sequential | 0.0559 | 0.784 | 0.840 | 2.35 |
| total | 6.72 | 4.87 | 11.6 | 42.2 |
-- sequential cells by signal, summed over array words and instances (netlist names) --
name    cells
sample    256
saida      32
-- worst min path at each step --
stage,from,to,cells after the start
final,sample[6][0],sample[7][0],2
after global routing,sample[1][5],sample[2][5],1
after CTS,sample[6][0],sample[7][0],2
Power and IR drop assume default switching activity.
