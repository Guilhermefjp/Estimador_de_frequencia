File: /design/flow/config.mk
export PLATFORM = sky130hd
export DESIGN_NAME = ADC_CTRL
export DESIGN_NICKNAME = ADC_CTRL
export VERILOG_FILES = /design/flow/design.v
export SDC_FILE = /design/flow/constraint.sdc
export NUM_CORES = 4
export LEC_CHECK = 1
export CORE_UTILIZATION = 30
File: /design/flow/constraint.sdc
current_design ADC_CTRL

set clk_period 3.6
set clk_io_pct 0.2

create_clock -name clk0 -period $clk_period [get_ports {iCLK}]
create_clock -name clk1 -period $clk_period [get_ports {iCLK_n}]
create_clock -name clk2 -period $clk_period [get_ports {iGO}]

set non_clock_inputs [all_inputs -no_clocks]
set_input_delay [expr $clk_period * $clk_io_pct] -clock clk0 $non_clock_inputs
set_output_delay [expr $clk_period * $clk_io_pct] -clock clk0 [all_outputs]
File: /design/flow/design.v
module ADC_CTRL	(	
					iRST,
					iCLK,
					iCLK_n,
					iGO,
					iCH,
					oLED,
					oDIN,
					oCS_n,
					oSCLK,
					iDOUT,
					adc_data,
					fim_amostra
				);
input				iRST;
input				iCLK;
input				iCLK_n;
input				iGO;
input	[2:0]		iCH;
output	[7:0]		oLED;
output				oDIN;
output				oCS_n;
output				oSCLK;
input				iDOUT;
reg					data;
reg					go_en;
wire	[2:0]		ch_sel;
reg					sclk;
reg		[3:0]		cont;
reg		[3:0]		m_cont;
output reg		[11:0]		adc_data;
output 			   fim_amostra;
reg		[7:0]		led;
assign fim_amostra = (m_cont==1) ? 1:0;
assign	oCS_n		=	~go_en;
assign	oSCLK		=	(go_en)? iCLK:1;
assign	oDIN		=	data;
assign	ch_sel		=	iCH;
assign	oLED		=	led;
always@(posedge iGO or negedge iRST)
begin
	if(!iRST)
		go_en	<=	0;
	else
	begin
		if(iGO)
			go_en	<=	1;
	end
end
always@(posedge iCLK or negedge go_en)
begin
	if(!go_en)
		cont	<=	0;
	else
	begin
		if(iCLK)
			cont	<=	cont + 1;
	end
end
always@(posedge iCLK_n)
begin
	if(iCLK_n)
		m_cont	<=	cont;
end
always@(posedge iCLK_n or negedge go_en)
begin
	if(!go_en)
		data	<=	0;
	else
	begin
		if(iCLK_n)
		begin
			if (cont == 2)
				data	<=	iCH[2];
			else if (cont == 3)
				data	<=	iCH[1];
			else if (cont == 4)
				data	<=	iCH[0];
			else
				data	<=	0;
		end
	end
end
always@(posedge iCLK or negedge go_en)
begin
	if(!go_en)
	begin
		adc_data	<=	0;
		led			<=	8'h00;
	end
	else
	begin
		if(iCLK)
		begin
			if (m_cont == 4)
				adc_data[11]	<=	iDOUT;
			else if (m_cont == 5)
				adc_data[10]	<=	iDOUT;
			else if (m_cont == 6)
				adc_data[9]		<=	iDOUT;
			else if (m_cont == 7)
				adc_data[8]		<=	iDOUT;
			else if (m_cont == 8)
				adc_data[7]		<=	iDOUT;
			else if (m_cont == 9)
				adc_data[6]		<=	iDOUT;
			else if (m_cont == 10)
				adc_data[5]		<=	iDOUT;
			else if (m_cont == 11)
				adc_data[4]		<=	iDOUT;
			else if (m_cont == 12)
				adc_data[3]		<=	iDOUT;
			else if (m_cont == 13)
				adc_data[2]		<=	iDOUT;
			else if (m_cont == 14)
				adc_data[1]		<=	iDOUT;
			else if (m_cont == 15) begin
				adc_data[0]		<=	iDOUT;
			end
			else if (m_cont == 1) begin
				led[7:1]	<=	adc_data[11:3]; 		 
				led[0] <= (adc_data[0]|adc_data[1]|adc_data[2]|adc_data[3]|adc_data[4]);
			end
		end
	end
end
endmodule
File: /design/flow/run.sh
#!/bin/bash
# OpenROAD 26Q1-2900-gdf79404cd8, Yosys 0.63+post, stock flow scripts
make -C /OpenROAD-flow-scripts/flow DESIGN_CONFIG=/design/flow/config.mk WORK_HOME=/design/flow/orfs finish
==> flow_metrics.env <==
# implementation run metrics
export IMPL_wl_um=2050
export IMPL_synth_area_top_cells="dfrtp_1 55%, mux2_2 18%, dfxtp_1 6.8%, nor2_1 3.5%, ha_1 3.2%"
export IMPL_fin_util=0.450
export IMPL_core_area_mm2=0.00372
export IMPL_fill_cells=349
export IMPL_finalPower_mw=0.753
export IMPL_dp_hpwl_um=1500
export IMPL_run_status="completed"
export IMPL_initial_core_util=0.319
export IMPL_finalClockSkew_ns=0.000411
export IMPL_mux_area_frac=0.181
export IMPL_drc=0
export IMPL_antennaDiodeCount=0
export IMPL_drtAntennaViolNets=0
export IMPL_rsz0062_at_grt="no"
export IMPL_synth_seq_cells=30
export IMPL_regArea_um2=731
export IMPL_hold_viol_final=0
export IMPL_aoi_share=0.0169
export IMPL_critPathKind="clock port to output port"
export IMPL_leakagePower_nw=0.705
export IMPL_grt_overflow_total=0
export IMPL_crit_reg2reg_launch="cont[0]"
export IMPL_placed_area_mm2=0.00153
export IMPL_synthXorXnorAreaFrac=0.0148
export IMPL_die_w_um=64.8
export IMPL_drtIter0Drc=21
export IMPL_top_logic_kind="multiplexers"
export IMPL_end_kind="output port"
export IMPL_synth_avg_cell_area_um2=13.3
export IMPL_warning_count=31
export IMPL_path_clk_slew_ns=0.08
export IMPL_min_path_type="flop to async pin"
export IMPL_maxCapViolations=0
export IMPL_combGateArea_um2=427
export IMPL_grt_usage=0.119
export IMPL_fa_ha_area_frac=0.0317
export IMPL_yosysSeqAreaShare=0.617
export IMPL_fin_ws_ns=0.331
export IMPL_drive_gt1_frac=0.248
export IMPL_hold_ws_ns=0.433
export IMPL_ioPinCount=32
export IMPL_yosys_area_top_type="dfrtp_1"
export IMPL_gp_congestion=0.769
export IMPL_drv_slew=0
export IMPL_top_cells_by_count="26 x dfrtp_1, 19 x mux2_2, 11 x nor2_1"
export IMPL_num_vias=808
export IMPL_layoutNonFillerInstCount=177
export IMPL_yosysCellCount=89
export IMPL_design_die_area_mm2=0.00420
export IMPL_finalSetupViolCount=0
export IMPL_grt_pass1_vias=887
export IMPL_rows=22
export IMPL_synth_dominant_cell_count="dfrtp_1"
export IMPL_avgRoutedWirePerCell_um=11.6
export IMPL_cts_tree="done"
export IMPL_p_per_area_mw_per_mm2=450
export IMPL_irDropWorstVdd_mv=0.205
export IMPL_setup_worst_path_start_class="clock port"
export IMPL_drtPass1Iterations=3
export IMPL_grt_pass1_wl_um=3800
export IMPL_worstPathRequired_ns=2.88
export IMPL_ys_warn_count=1
export IMPL_antenna_found_initial=0
export IMPL_async_flop_share=0.867
export IMPL_crit_start="iCLK"
export IMPL_port_buffers=29
export IMPL_dp_cells=166
export IMPL_path_max_fanout=2
export IMPL_top_cell_area_share=0.550
export IMPL_simple_gate_share=0.113
export IMPL_pre_cts_ws_ns=0.585
export IMPL_synth_cells=89
export IMPL_areaGrowthSynthToFinish_pct=41.2
export IMPL_enable_flop_cells=0
export IMPL_syn_area_mm2=0.00118
export IMPL_cp_arrival_ns=2.55
export IMPL_stdcell_area_mm2=0.00167
export IMPL_yosysChipArea_mm2=0.00118
export IMPL_fin_tns_setup_ns=0
export IMPL_ys_types=21
export IMPL_post_drt_via_cell_ratio=4.56
export IMPL_ys_flop_type="dfrtp_1"
export IMPL_grt_max_degree=26
export IMPL_die_h_um=64.8
-- report_power, final --
part / total (mW) / internal (mW) / switching [mW]
logic: 0.0438 / 0.0326 / 0.0113
registers: 0.355 / 0.348 / 0.00720
clock network: 0.353 / 0.235 / 0.119
-- worst max-delay path, stage by stage --
cell and delay [ns]:
clkbuf_8 0.11, clkbuf_8 0.11, nand2b_1 0.13, clkdlybuf4s50_1 0.40
-- flip-flops by register name, summed over array words and instances, names as in the netlist --
name / count
go_en: 1
cont: 4
data: 1
adc_data: 12
led: 8
m_cont: 4
-- worst paths after layout --
check	endpoint	slack, ns	depth (start not counted)
max in group asynchronous	go_en	2.63	1
max in group clk1	data	2.21	3
min in group clk1	m_cont[0]	0.59	0
worst max-delay path	oSCLK	0.33	4
worst max register to register	data	2.26	4
min in group clk0	led[7]	0.51	1
worst min register to register	adc_data[11]	0.43	2
worst min-delay path	adc_data[11]	0.43	2
-- layout by cell type (no fill, tap or decap), types with 2 or more instances in the layout --
cell and n:
nor2_1 11, buf_4 2, dfxtp_1 4, nand2b_1 4, mux2_2 19, clkdlybuf4s50_1 29
nand2_1 3, inv_1 3, clkbuf_8 9, ha_1 3, dfrtp_1 26, nor3_1 4
-- metal layers --
layer  global-route usage  share of wire  vias up
li1                     -              -      386
met1                0.167           0.48      396
met2                0.181           0.46       26
met3               0.0411          0.055        0
met4               0.0306              0        0
met5                    0              0        -
-- kinds of logic after synthesis --
logic type / Yosys count
other: 1
adder cells (fa/ha/maj): 3
XOR/XNOR: 2
AND/OR/NAND/NOR: 26
multiplexers: 19
AND-OR/OR-AND: 3
buffers and inverters: 5
flip-flops: 30
-- what timing repair did --
item                                   in CTS  in global routing
gates resized                               0                  0
endpoints found under the hold margin      24                  0
buffers inserted                            0                  0
hold buffers                                1                  0
-- area by class of cell --
type,count,area share
clock buffer,11,0.0823
inverter,3,0.00674
multi-input combinational,54,0.255
sequential,30,0.437
tap,48,0.0359
timing repair buffer,31,0.183
